==> design/flow/design.v <==
module rca(
    input wire clk,
    input wire cin,
    input wire [15:0] A,
    input wire [15:0] B,
    output wire [15:0] S,
    output wire cout
);
always @(posedge clk) begin
    {cout, S} <= A + B + cin;
end
endmodule
==> design/flow/run.sh <==
#!/bin/bash
# OpenROAD 26Q1-2900-gdf79404cd8, Yosys 0.63+post, stock flow scripts
make -C /OpenROAD-flow-scripts/flow DESIGN_CONFIG=/design/flow/config.mk WORK_HOME=/design/flow/orfs finish
==> design/flow/config.mk <==
export PLATFORM = sky130hd
export DESIGN_NAME = rca
export DESIGN_NICKNAME = rca
export VERILOG_FILES = /design/flow/design.v
export SDC_FILE = /design/flow/constraint.sdc
export NUM_CORES = 4
export LEC_CHECK = 1
export CORE_AREA = 10 10 101 101
export DIE_AREA = 0 0 111 111
==> design/flow/constraint.sdc <==
current_design rca

set clk_period 9.2
set clk_io_pct 0.2

create_clock -name clk0 -period $clk_period [get_ports {clk}]

set non_clock_inputs [all_inputs -no_clocks]
set_input_delay [expr $clk_period * $clk_io_pct] -clock clk0 $non_clock_inputs
set_output_delay [expr $clk_period * $clk_io_pct] -clock clk0 [all_outputs]
==> results.json <==
{
  "p_leak_uw": 0.000707,
  "synth_cell_types": 29,
  "arrival_ns": 4.20,
  "synthAdderAreaFrac_pct": 20.9,
  "ys_chip_area_um2": 1090,
  "synth_area_um2": 1090,
  "period_minus_slack_ns": 4.07,
  "grt_first_pass_wirelength_um": 5670,
  "cts_resized": 0,
  "drtIter0Drc": 62,
  "io_pins": 51,
  "hold_path.class": "in2reg",
  "cts_inserted_buffers": 3,
  "cts_tree": "built",
  "path_max_fanout": 4,
  "placed_cells": 264,
  "area_growth_pct": 61.6,
  "grt_remaining_overflow": 0,
  "status": "finished clean",
  "ys_warn_count": 1,
  "topCellsByArea": "dfxtp_1 (31%), ha_1 (17%), xnor2_1 (6.4%)",
  "core_area_um2": 8130,
  "ctsHoldBuffers": 0,
  "drc_errors": 0,
  "period_used_pct": 44.2,
  "mostFrequentLayoutCell": "clkdlybuf4s50_1",
  "vias": 986,
  "yosys_cells": 111,
  "top_area_share_pct": 31.3,
  "fillers": 876,
  "tns_ns": 0,
  "port_buffers": 50,
  "place.gp.congestion": 0.831,
  "tool_warnings": 25,
  "grt_most_used_layer": "met2",
  "wirelength_um": 3370,
  "clk_pin_slew_ns": 0.06,
  "max_freq_mhz": 246,
  "setup_viol": 0,
  "relSlewSlack_pct": 77.9,
  "fp.dieW_um": 111,
  "critPathLaunchType": "primary input",
  "wl_per_cell_um": 12.6,
  "drv_cap": 0,
  "cp.required_ns": 9.33,
  "grt_max_degree": 10,
  "final_cell_mix": "clkdlybuf4s50_1 (50), dfxtp_1 (17), ha_1 (15), a21oi_1 (11), a21o_1 (9)",
  "slew_violations": 0,
  "irDropWorstVdd_uv": 40.4,
  "grt_use_total_pct": 5.44,
  "hold_viol_final": 0,
  "clockBufferDepth": 2,
  "simple_gate_area_share_pct": 10.2,
  "detail-route-antenna-nets": 0,
  "use_met2_pct": 9.39,
  "drt_first_pass_iters": 4,
  "yosys_register_bits": 17,
  "syn_avg_cell_area_um2": 9.80,
  "met1_usage_pct": 6.24,
  "clock-sinks": 17,
  "xor_area_share_pct": 11.3,
  "rsz0062_at_grt": "false",
  "dp_hpwl_um": 2910,
  "fin_cells": 268,
  "grt_pass1_vias": 1128,
  "worstSetupEndpointType": "flop",
  "yosys.area_share.aoi_pct": 25.5,
  "die_area_um2": 12300,
  "p_per_area_nw_per_um2": 141,
  "viasPerCell": 3.68,
  "yosysTopAreaCell": "dfxtp_1",
  "cts_root_buf": "clkbuf_8",
  "std_cell_rows": 33,
  "worstSetupPathType": "in2reg",
  "drive_above_1_share_pct": 6.13,
  "cts_max_level": 1,
  "diodes": 0,
  "use_met3_pct": 2.35,
  "worst_pin_slew_ns": 0.331,
  "antenna_found_initial": 0,
  "synth.area.mux_share_pct": 0,
  "synth.comb.largest_family": "AND-OR/OR-AND gates",
  "syn_inst": 111,
  "die_y_um": 111,
  "ys_seq_share_pct": 31.3,
  "postCtsSetupBuffers": 0,
  "initCoreUtil_pct": 13.4
}
flip-flops by register name, indices dropped and copies added (netlist names):
name	flops
S	16
cout	1
cell families (layout without fill, tap and decap cells):
family / Yosys count / count (layout)
adders and majority gates: 17 / 17
xor gates and xnor gates: 14 / 14
and+or+nand+nor: 21 / 21
DFF: 17 / 17
AOI/OAI and AO/OA: 40 / 40
buffers and inverters: 2 / 54
Yosys cell counts:
| cell | count |
|---|---|
| a211oi_2 | 1 |
| a21o_1 | 9 |
| a21oi_1 | 11 |
| a21oi_2 | 2 |
| a221o_2 | 1 |
| a22oi_1 | 1 |
| a31o_2 | 1 |
| a31oi_1 | 2 |
| and3_1 | 2 |
| and4_1 | 1 |
| clkbuf_1 | 2 |
| dfxtp_1 | 17 |
| fa_1 | 2 |
| ha_1 | 15 |
| nand2_1 | 2 |
| nand3_1 | 2 |
| nand4_1 | 3 |
| nor2_1 | 5 |
| nor2b_1 | 2 |
| nor3_1 | 2 |
| o2111a_1 | 1 |
| o211ai_1 | 3 |
| o21a_1 | 2 |
| o21ai_0 | 4 |
| o21bai_1 | 1 |
| o221ai_1 | 1 |
| or2_2 | 2 |
| xnor2_1 | 8 |
| xor2_1 | 6 |
cell type report:
| type | instances | area (µm²) | share of cell area [%] |
|---|---|---|---|
| clock buffers | 4 | 45.0 | 2.56 |
| multi-input cells | 92 | 739 | 42.1 |
| flip-flops and latches | 17 | 340 | 19.4 |
| well taps | 105 | 131 | 7.48 |
| repair buffers | 50 | 500 | 28.5 |
critical path, stage by stage:
cell and delay, ns:
clkdlybuf4s50_1 0.43, fa_1 0.47, fa_1 0.41, a21o_1 0.20, a221o_2 0.39, a21oi_2 0.20
a21oi_1 0.10, xor2_1 0.14
per-stage QoR:
stage / instance area (µm²) / setup slack [ns] / utilization (%) / hold slack, ns / total power [µW]
after CTS: 1760 / 5.12 / 21.6 / 2.25 / 253
after detailed placement: 1710 / 4.85 / 21.0 / 2.50 / 196
after global routing: 1760 / 5.01 / 21.6 / 2.25 / 267
after floorplan: 1090 / 5.44 / - / 2.00 / 136
after global placement: 1710 / 4.88 / 21.0 / 2.51 / 195
final: 1760 / 5.13 / 21.6 / 2.25 / 248
routing by layer:
metal / wire [µm] / share of wire [%] / vias up
li1: - / - / 518
met1: 1490 / 44 / 439
met2: 1580 / 47 / 27
met3: 286 / 8.5 / 2
met4: 21 / 0.62 / 0
met5: 0 / 0 / -
report_power, final:
part / internal [µW] / switching [µW]
clock network: 30.7 / 25.0
registers: 90.1 / 3.83
logic: 62.5 / 35.8
worst paths after layout:
path	startpoint	to	slack, ns	cells past startpoint
worst min-delay path	cin	S[0]	2.25	2
worst max-delay path	A[0]	S[14]	5.13	8
Power figures rest on the tool's default switching activity, not on a simulated workload.
