<file path="flow/config.mk">
export PLATFORM = sky130hd
export DESIGN_NAME = multiclock_cdc
export DESIGN_NICKNAME = multiclock_cdc
export VERILOG_FILES = /design/flow/design.v
export SDC_FILE = /design/flow/constraint.sdc
export NUM_CORES = 4
export LEC_CHECK = 1
export CORE_AREA = 10 10 70 70
export DIE_AREA = 0 0 80 80
</file>
<file path="flow/design.v">
module multiclock_cdc (
    input wire clk_A,
    input wire reset_A,
    output reg [3:0] count_A,
    input wire clk_B,
    input wire reset_B,
    output reg sync_data_B
);
reg data_A; 
always @(posedge clk_A or posedge reset_A) begin
    if (reset_A) begin
        count_A <= 4'b0;
    end
    else begin
        count_A <= count_A + 1'b1;
    end
end
always @(posedge clk_A) begin
    data_A <= count_A[3];
end
reg sync_ff1;
reg sync_ff2;
always @(posedge clk_B or posedge reset_B) begin
    if (reset_B) begin
        sync_ff1 <= 1'b0;
        sync_ff2 <= 1'b0;
    end
    else begin
        sync_ff1 <= data_A; 
        sync_ff2 <= sync_ff1;
    end
end
always @(posedge clk_B) begin
    sync_data_B <= sync_ff2;
end
endmodule
</file>
<file path="flow/constraint.sdc">
current_design multiclock_cdc

set clk_period 1.1
set clk_io_pct 0.2

create_clock -name clk0 -period $clk_period [get_ports {clk_A}]
create_clock -name clk1 -period $clk_period [get_ports {clk_B}]

set non_clock_inputs [all_inputs -no_clocks]
set_input_delay [expr $clk_period * $clk_io_pct] -clock clk0 $non_clock_inputs
set_output_delay [expr $clk_period * $clk_io_pct] -clock clk0 [all_outputs]
</file>
<file path="flow/run.sh">
#!/bin/bash
# OpenROAD 26Q1-2900-gdf79404cd8, Yosys 0.63+post, stock flow scripts
make -C /OpenROAD-flow-scripts/flow DESIGN_CONFIG=/design/flow/config.mk WORK_HOME=/design/flow/orfs finish
</file>
==> run_results.csv <==
group,metric,value,unit
outcome,status,"complete, no violations",
timing,maxSlewViolCount,0,
floorplanning,initCoreUtil,6.92,%
clock_network,cts_tree,"done",
final_layout,synthToLayoutAreaGrowth,94.7,%
timing,worst_slew_pin_slew,0.150,ns
detailed_routing,drc,0,
detailed_routing,routed_wl,526,µm
floorplanning,rows,21,
final_layout,combGateArea,35.0,µm²
synth,yosys-stat-cells,15,
place,dp_cells,71,
clock_network,clk_pin_slew,0.04,ns
global_route,grt_pass1_wl,938,µm
setup_path,rrSetupSlack,0.05,ns
final_layout,final-instance-count-excl-fill,82,
detailed_routing,via_per_inst,2.21,
detailed_routing,ant_nets,0,
synth,netlist.area_leader.share,63.5,%
synth,ys_warn_count,1,
setup_path,cp-start-kind,"flop",
run,drv_cap,0,
pwr,clockPowerShare,57.0,%
global_route,overflow,0,
synth,netlist_top_cells_count,"dfrtp_1 (6), inv_1 (3), dfxtp_1 (2)",
floorplanning,die_w,80,µm
synth,ys_ff,8,
floorplanning,coreArea,0.00342,mm²
setup_path,crit_type,"flop to flop",
pwr,power_density,1550,mW/mm²
floorplanning,die_area,0.00640,mm²
synth,top_cells_by_area,"dfrtp_1 (63%), dfxtp_1 (17%), ha_1 (5.3%), inv_1 (4.8%), xnor2_1 (3.7%)",
timing,slew_headroom,90.0,%
place,gp_congestion,0.697,
pwr,switching_share,19.3,%
final_layout,n_fill_cell,392,
setup_path,required,1.23,ns
setup_path,reg2reg_from,"count_A[1]",
pwr,comb_power_share,1.6,%
timing,layout_setup_ws,0.0547,ns
pwr,power.switching,0.138,mW
final_layout,post-route-util,13.5,%
run,warning_count,26,
synth,syn_area,236,µm²
global_route,grt_pass1_vias,209,
global_route,grt_util_all_layers,2.14,%
synth,syn_inst,15,
detailed_routing,drt_iter0_drc,4,
pwr,cellLeakagePower,0.216,nW
setup_path,crit_path_max_fanout,2,
timing,rsz0062_at_grt,"false",
setup_path,cp-end-kind,"flop",
synth,avgSynthCellArea,15.8,µm²
global_route,grt_max_degree,5,
place,place_ws,0.0562,ns
timing,setup_viol,0,
global_route,grt_antenna_before_repair,0,
final_layout,flop_area,190,µm²
place,place_area,387,µm²
timing,holdWs,0.135,ns
detailed_routing,drtPass1Iterations,2,
pwr,ir_drop,0.656,mV
timing,setup_tns,0,ns
setup_path,r2r-end,"count_A[2]",
min_path,hold_path_class,"input pin to asynchronous set/reset pin",
clock_network,ctsHoldBuffers,0,
timing,clock_skew,0.00553,ns
synth,yosys_area,236,µm²
synth,ff_type,"dfrtp_1",
detailed_routing,vias,181,
setup_path,reg2reg_depth,4,
final_layout,fin_area,460,µm²
detailed_routing,diodes,0,
synth,yosys.cell_count.top_type,"dfrtp_1",
pwr,p_int,0.574,mW
synth,synth_seq_share,80.4,%
synth,synth-edff-count,0,
place,dp_hpwl,366,µm
floorplanning,io_pins,9,
pwr,p_total,0.712,mW
timing,hold_viol_final,0,
synth,synthArstFlopShare,75.0,%
synth,synth_cell_type_count,7,
clock_network,cts.sinks,8,
pwr,power_frac_seq,41.4,%
synth,largest_area_cell,"dfrtp_1",
floorplanning,die_h,80,µm
final_layout,drive_gt1_share,33.3,%
setup_path,arrival,1.18,ns
detailed_routing,wl_per_cell,6.41,µm
place,port_buffers,7,
[flip-flops by register name (all words and copies together) (netlist names)]
name,count
count_A,4
sync_data_B,1
sync_ff2,1
data_A,1
sync_ff1,1
[worst max-delay path, stage by stage, from the launching register on]
cell and delay [ns]:
dfrtp_1 0.37, buf_4 0.13, buf_4 0.12, ha_1 0.17, xor2_1 0.13
[worst max-delay path by stage]
stage	startpoint	end	slack, ns
final	count_A[1]	count_A[2]	0.05
after global routing	count_A[3]	count_A[3]	0.008
after CTS	count_A[0]	count_A[0]	0.02
[area by class of cell]
| class | count | share of cell area (%) |
|---|---|---|
| clock buffers | 8 | 11.4 |
| repair buffers | 13 | 24.7 |
| multi-input cells | 4 | 7.61 |
| inverters | 3 | 2.45 |
| flip-flops and latches | 8 | 41.3 |
| well taps | 46 | 12.5 |
[logic make-up (layout without fill, tap and decap cells)]
family / count (synthesis) / in the layout / synth area share (%)
and+or+nand+nor: 1 / 1 / 2.11
adders and majority gates: 1 / 1 / 5.29
xor gates and xnor gates: 2 / 2 / 7.41
DFF: 8 / 8 / 80.4
buffers and inverters: 3 / 24 / 4.76
[power by group through the flow]
stage / Clock (mW) / Sequential (mW) / Combinational, mW
CTS: 0.423 / 0.294 / 0.0119
global route: 0.466 / 0.294 / 0.0130
finish: 0.406 / 0.295 / 0.0113
[metal layers]
layer / vias to the layer above / wire length (µm) / GRT usage (%)
met5: - / 0 / 0
li1: 86 / - / -
met4: 0 / 20 / 0.880
met2: 15 / 118 / 1.69
met1: 75 / 204 / 1.89
met3: 5 / 182 / 4.32
[cells in the final DEF (no fill, tap or decap), drive strengths merged]
master	n
buf	6
clkbuf	8
clkdlybuf4s15	4
clkdlybuf4s50	2
dfrtp	6
dfxtp	2
dlygate4sd2	1
ha	1
inv	3
nand3	1
xnor2	1
xor2	1
[what timing repair did]
item | CTS | global route
gates resized | 7 | 2
endpoints found under the setup margin | 5 | 2
setup buffers | 2 | 1
gates cloned | 0 | 0
Power figures rest on the tool's default switching activity, not on a simulated workload.
